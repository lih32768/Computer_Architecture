===== ./config.mk =====
export PLATFORM = sky130hd
export DESIGN_NAME = FU_ALU
export DESIGN_NICKNAME = FU_ALU
export VERILOG_FILES = /design/flow/design.v
export SDC_FILE = /design/flow/constraint.sdc
export NUM_CORES = 4
export LEC_CHECK = 1
export CORE_UTILIZATION = 50

===== ./design.v =====
`timescale 1ns / 1ps
module FU_ALU(
    input clk, EN,
    input[3:0] ALUControl,
    input[31:0] ALUA, ALUB,
    output[31:0] res,
    output zero, overflow,
    output finish
);
    reg state;
    assign finish = state == 1'b1;
    initial begin
        state = 0;
    end
    reg[3:0] Control;
    reg[31:0] A, B;
    always@(posedge clk) begin
        if(EN & ~state) begin  
            Control <= ALUControl;             
            A <= ALUA;
            B <= ALUB;
            state <= 1;
        end
        else state <= 0;
    end
    localparam ALU_ADD  = 4'b0001;
    localparam ALU_SUB  = 4'b0010;
    localparam ALU_AND  = 4'b0011;
    localparam ALU_OR   = 4'b0100;
    localparam ALU_XOR  = 4'b0101;
    localparam ALU_SLL  = 4'b0110;
    localparam ALU_SRL  = 4'b0111;
    localparam ALU_SLT  = 4'b1000;
    localparam ALU_SLTU = 4'b1001;
    localparam ALU_SRA  = 4'b1010;
    localparam ALU_Ap4  = 4'b1011;
    localparam ALU_Bout = 4'b1100;
    wire[4:0] shamt = B[4:0];
    wire[32:0] res_subu = {1'b0,A} - {1'b0,B};
    wire[31:0] res_ADD  = A + B;
    wire[31:0] res_SUB  = A - B;
    wire[31:0] res_AND  = A & B;
    wire[31:0] res_OR   = A | B;
    wire[31:0] res_XOR  = A ^ B;
    wire[31:0] res_SLL  = A << shamt;
    wire[31:0] res_SRL  = A >> shamt;
    wire add_of = A[31] & B[31] & ~res_ADD[31] |  
                  ~A[31] & ~B[31] & res_ADD[31];  
    wire sub_of = ~A[31] & B[31] & res_SUB[31] |  
                  A[31] & ~B[31] & ~res_SUB[31];  
    wire[31:0] res_SLT  = {31'b0, res_SUB[31] ^ sub_of};
    wire[31:0] res_SLTU = {31'b0, res_subu[32]};
    wire[31:0] res_SRA  = {{32{A[31]}}, A} >> shamt;
    wire[31:0] res_Ap4  = A + 4;
    wire[31:0] res_Bout = B;
    wire ADD  = Control == ALU_ADD ;
    wire SUB  = Control == ALU_SUB ;
    wire AND  = Control == ALU_AND ;
    wire OR   = Control == ALU_OR  ;
    wire XOR  = Control == ALU_XOR ;
    wire SLL  = Control == ALU_SLL ;
    wire SRL  = Control == ALU_SRL ;
    wire SLT  = Control == ALU_SLT ;
    wire SLTU = Control == ALU_SLTU;
    wire SRA  = Control == ALU_SRA ;
    wire Ap4  = Control == ALU_Ap4 ;
    wire Bout = Control == ALU_Bout;
    assign zero = ~|res;
    assign overflow = (Control == ALU_ADD && add_of) | 
                    (Control == ALU_SUB && sub_of);
    assign res = {32{ADD }} & res_ADD  |
                 {32{SUB }} & res_SUB  |
                 {32{AND }} & res_AND  |
                 {32{OR  }} & res_OR   |
                 {32{XOR }} & res_XOR  |
                 {32{SLL }} & res_SLL  |
                 {32{SRL }} & res_SRL  |
                 {32{SLT }} & res_SLT  |
                 {32{SLTU}} & res_SLTU |
                 {32{SRA }} & res_SRA  |
                 {32{Ap4 }} & res_Ap4  |
                 {32{Bout}} & res_Bout ;
endmodule

===== ./constraint.sdc =====
current_design FU_ALU

set clk_period 14.1
set clk_io_pct 0.2

create_clock -name clk0 -period $clk_period [get_ports {clk}]

set non_clock_inputs [all_inputs -no_clocks]
set_input_delay [expr $clk_period * $clk_io_pct] -clock clk0 $non_clock_inputs
set_output_delay [expr $clk_period * $clk_io_pct] -clock clk0 [all_outputs]

===== ./run.sh =====
#!/bin/bash
# OpenROAD 26Q1-2900-gdf79404cd8, Yosys 0.63+post, stock flow scripts
make -C /OpenROAD-flow-scripts/flow DESIGN_CONFIG=/design/flow/config.mk WORK_HOME=/design/flow/orfs finish

==> impl_metrics.toml <==
# yosys + openroad results
[outcome]
status = "completed"

[detailed_routing]
drc_errors = 0
drt_iter0_markers = 2322
diodes = 0
viasPerCell = 7.37
vias = 14700
routed_wl_mm = 60.6
postRouteAntennaNets = 0
first_pass_iters = 7
routedWlPerCell_um = 30.3

[final_timing]
timing_worst_slew_pin_value_ps = 908
setup_viol = 0
drv_slew = 0
hold_viol = 0
max_freq_ghz = 0.107
finalCritPeriodShare = 0.666
setup_tns_ps = 0
rsz0062_at_grt = "false"
fin_worst_skew_ps = 7.70
relSlewSlack = 0.379
layout_min_cycle_time_ps = 9380

[floorplanning]
rows = 58
num_io_pins = 105
fp_util = 0.511
die_w_um = 163
die_area_sq_mm = 0.0265
dieHeight_um = 163
core_sq_mm = 0.0253

[grt]
grt_use_total = 0.478
grt_pass1_vias = 13600
grt_max_degree = 60
grt_first_pass_wirelength_mm = 89.0
antenna_found_initial = 1
grt_overflow = 0

[placed_design]
globalplace.congestion = 1.16
io_buffers = 104
dp_hpwl_mm = 45.3

[run]
maxCapViolCount = 0
tool_warnings = 92

[clock_tree]
cts_resized = 0
clockBufferDepth = 2
clk_pin_slew_ps = 70
cts_buffers = 9
htreeDepth = 3
tritoncts = "built"
clock_sinks = 69
clk-insertion-delay-late_ps = 360
cts_setup_buffers = 0
holdBufCountCts = 0
cts_root_buffer = "clkbuf_16"

[synthesis]
synth_cell_types = 88
synthCells = 1642
ys_seq_frac = 0.160
flop_cell = "edfxtp_1"
top_area_cell = "edfxtp_1"
ys_cells = 1642
top_cells_by_area = "edfxtp_1, mux4_2, ha_1"
yosysWarnings = 1
synth_flops = 69
avgSynthCellArea_sq_um = 7.87
yosys.area.top_type_share = 0.158
edf_count = 68
synth_async_sr_flop_share = 0
syn_area_sq_mm = 0.0129
ys_area_sq_mm = 0.0129

[final_layout]
syn2layout_area_growth_pct = 12.2
drive_gt1_frac = 0.106
fillers = 2248

[power]
ir_drop_mv = 0.0632
fin_total_pwr_mw = 1.00
p_leak_nw = 5.56
powerDensity_mw_per_mm2 = 69.0

[setup_path]
path_max_fanout = 43
startpoint_type = "flop"
critical_path_required_ps = 11280
worst-setup-path-type = "reg -> out"
end_kind = "output port"
worstPathArrival_ps = 6560

[min_path]
hp-class = "reg -> reg"
where the power goes:
part | total (mW) | internal, mW | switching, mW | leakage [nW]
Combinational | 0.483 | 0.194 | 0.289 | 4.76
Clock | 0.253 | 0.140 | 0.113 | 0.145
Sequential | 0.264 | 0.240 | 0.0243 | 0.656
Total | 1.00 | 0.573 | 0.427 | 5.56
cell usage in the layout, fill, tap and decap left out, drive strengths merged, types with 25 or more instances in the layout:
| master | count |
|---|---|
| nor2 | 172 |
| nand2 | 138 |
| a21oi | 107 |
| inv | 105 |
| clkdlybuf4s50 | 104 |
| o21ai | 101 |
| ha | 99 |
| edfxtp | 68 |
| mux4 | 61 |
| mux2i | 54 |
| nand3 | 49 |
| buf | 49 |
| nor3 | 41 |
| xnor2 | 35 |
| a211oi | 28 |
| o211ai | 25 |
worst max-delay path, stage by stage, from the launching register on:
cell and delay [ps]:
edfxtp_1 620, clkinv_1 120, buf_4 500, ha_1 370, or2_2 320, a211oi_1 570
o21ai_0 340, o221a_2 340, o2bb2ai_1 130, o22ai_1 340, nand4_1 160, or4_1 560
or4_1 500, or4_1 560, nor4_2 250, clkdlybuf4s50_1 490
cell type report:
| type | instances | area (sq um) | share of cell area |
|---|---|---|---|
| flip-flops and latches | 69 | 2060 | 0.142 |
| multi-input cells | 1328 | 9910 | 0.684 |
| inverters | 105 | 394 | 0.0272 |
| clock buffers | 10 | 229 | 0.0158 |
| clock inverters | 6 | 71.3 | 0.00492 |
| repair buffers | 153 | 1410 | 0.0972 |
| well taps | 330 | 413 | 0.0285 |
Yosys cell counts, drive strengths merged (25+ instances only):
master / count
nor2: 172
nand2: 138
a21oi: 107
inv: 104
o21ai: 101
ha: 99
clkbuf: 96
edfxtp: 68
mux4: 61
mux2i: 54
nand3: 49
buf: 44
nor3: 41
xnor2: 35
a211oi: 28
o211ai: 25
flip-flops by register name, indices dropped and copies added, names as in the netlist:
register and flops:
Control 4, B 32, state 1, A 32
routing by layer:
layer  vias to the layer above  part of all wire  routed length, um  GRT usage
met1                      7020              0.39              23600      0.684
met4                         2             0.054               3280      0.194
met2                      1210              0.40              24500      0.655
met3                       227              0.15               9150      0.192
met5                         -           0.00021                 13          0
li1                       6284                 -                  -          -
through the flow:
stage	hold WS (ps)	utilization	setup WS, ps	area (sq um)	std cells
floorplan	1350	-	5900	12900	1642
global placement	804	0.562	5340	14200	1985
detailed placement	816	0.562	5290	14200	1985
CTS	833	0.574	4900	14500	2001
global route	871	0.574	4640	14500	2001
finish	817	0.574	4720	14500	2001
path summary, 6_finish.rpt:
| kind | from | end | slack, ps | depth (start not counted) |
|---|---|---|---|---|
| max | B[1] | zero | 4720 | 15 |
| min | state | state | 820 | 2 |
| max reg2reg | state | A[10] | 12830 | 2 |
| min reg2reg | state | state | 820 | 2 |
kinds of logic (layout without fill, tap and decap cells):
logic type | Yosys count | after routing | share of synthesized area
buf+inv | 245 | 274 | 0.0758
fa+ha+maj | 101 | 101 | 0.0990
compound gates | 497 | 497 | 0.263
simple gates | 556 | 556 | 0.209
xor+xnor | 37 | 37 | 0.0251
flops | 69 | 69 | 0.160
mux | 137 | 137 | 0.169
Power is estimated from default activity; no workload was simulated.
